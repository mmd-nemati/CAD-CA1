--- flow/run.sh ---
#!/bin/bash
# OpenROAD 26Q1-2900-gdf79404cd8, Yosys 0.63+post, stock flow scripts
make -C /OpenROAD-flow-scripts/flow DESIGN_CONFIG=/design/flow/config.mk WORK_HOME=/design/flow/orfs finish
--- flow/config.mk ---
export PLATFORM = sky130hd
export DESIGN_NAME = reg32Activation
export DESIGN_NICKNAME = reg32Activation
export VERILOG_FILES = /design/flow/design.v
export SDC_FILE = /design/flow/constraint.sdc
export NUM_CORES = 4
export LEC_CHECK = 1
export CORE_UTILIZATION = 30
--- flow/constraint.sdc ---
current_design reg32Activation

set clk_period 1.2
set clk_io_pct 0.2

create_clock -name clk0 -period $clk_period [get_ports {clk}]

set non_clock_inputs [all_inputs -no_clocks]
set_input_delay [expr $clk_period * $clk_io_pct] -clock clk0 $non_clock_inputs
set_output_delay [expr $clk_period * $clk_io_pct] -clock clk0 [all_outputs]
--- flow/design.v ---
module reg32Activation(clk, rst, ldInit, ldA, initDataIn, newDataIn, dataOut);
        input clk, rst, ldInit, ldA;
        input [31:0] initDataIn, newDataIn;
        output [31:0] dataOut;
        reg [31:0] savedData;
        always @(posedge clk, posedge rst) begin 
                if (rst) 
                        savedData = 32'b0;
                else if (ldInit)
                        savedData = initDataIn;
                else if (ldA)
                        savedData = newDataIn;
        end
        assign dataOut = savedData;
endmodule
==> results_tabular.tex <==
% Synthesis and place-and-route results
\begin{tabular}{lr}
\hline
Metric & Value \\
\hline
\multicolumn{2}{l}{\textbf{Floorplan}} \\
Number of top-level pins & 100 \\
Fp util & 0.317 \\
Area of the core & 0.00479 sq mm \\
Die Span X & 73.2 um \\
Height of the die & 73.2 um \\
Std cell rows & 25 \\
Die area & 0.00535 sq mm \\
\multicolumn{2}{l}{\textbf{Power and ir drop}} \\
Switching share of total power & 0.228 \\
Cell internal pwr & 2.06 mW \\
Leakage power & 1.24 nW \\
Switching power of the nets & 0.611 mW \\
Sequential group share of total power & 0.458 \\
Maximum ir drop on the vdd rail & 550 uV \\
Combinational fraction of design power & 0.228 \\
Clock power share & 0.314 \\
Final Power & 2.67 mW \\
Power per cell area & 1010 mW/mm\^{}2 \\
\multicolumn{2}{l}{\textbf{Logic synthesis}} \\
Area reported by Yosys stat & 0.00152 sq mm \\
Mean post-synth cell area & 10.8 sq um \\
Yosys warning count & 1 \\
Mapped Area & 0.00152 sq mm \\
Flops \& latches, synth & 32 \\
Portion of the post-synthesis area used by sequential elements & 0.527 \\
\# Cells Yosys & 140 \\
Number of instances in the synthesized netlist & 140 \\
Post-synthesis cell type count & 10 \\
\multicolumn{2}{l}{\textbf{Global route}} \\
Routing layer with the top usage in global route & met2 \\
Wire length of the first global-routing pass & 6380 um \\
Vias in the first global route & 1376 \\
All-Layer GR Usage & 0.161 \\
Met3 Usage GRT & 0.0616 \\
Aggregate global routing overflow & 0 \\
Met2 Track Usage GR & 0.245 \\
Number of antenna violations at the first check in global routing & 0 \\
Maximum number of pins on one net before global-route repair & 31 \\
Met1 global-route usage & 0.227 \\
\multicolumn{2}{l}{\textbf{Critical path}} \\
Arrival time of the worst setup path & 920 ps \\
Critical Path Stages & 1 \\
Cells traversed along the worst timing path & dlygate4sd2\_1 \\
Slowest stage cell, crit path & dfrtp\_1 \\
Peak per-stage delay on the critical path & 390 ps \\
Maximum fanout count along the critical path & 2 \\
Path type of the worst setup path & reg2out \\
Worst reg-to-reg path cell count & 3 \\
Element type at the critical path end & output port \\
Crit Reg-Reg Endpoint & savedData[2]\$\_DFFE\_PP0P\_ \\
Type of element launching the critical path & flop \\
Required time of the critical path & 960 ps \\
Worst path buffer plus inverter count & 1 \\
Critical R2R Launch & savedData[2]\$\_DFFE\_PP0P\_ \\
Cell family with the largest share of critical-path delay & flip-flops \\
Reg2reg setup slack & 370 ps \\
\multicolumn{2}{l}{\textbf{Drt}} \\
Antenna cell count & 0 \\
Number of remaining DRC errors & 0 \\
Drt first-iter violations & 50 \\
Post-detailed-route wirelength per cell & 12.4 um \\
Via density per instance & 4.43 \\
DR pass1 iterations & 4 \\
Final Routed Wirelength & 3880 um \\
Routed Antenna Nets & 0 \\
Routed via count & 1382 \\
\multicolumn{2}{l}{\textbf{Final timing}} \\
Setup total negative slack & 0 ps \\
Achievable frequency & 864 MHz \\
Final count of pins violating max slew & 0 \\
Worst Tran Pin Value & 268 ps \\
Post-layout period usage of the worst path & 0.964 \\
Post-Route Hold Slack & 286 ps \\
Unrepaired setup endpoints after global routing & false \\
Post-Route Skew & 0 ps \\
Max-Slew Margin vs Limit & 0.821 \\
Minimum period implied by the final worst setup slack & 1160 ps \\
Total count of hold-check failures in the final report & 0 \\
Setup violators final & 0 \\
\multicolumn{2}{l}{\textbf{Clock tree}} \\
CTS H-Tree Depth & 2 \\
Clock insertion delay at the later pin of the skew report & 280 ps \\
Clock root cell & clkbuf\_8 \\
Clk buf depth & 2 \\
Clock-pin slew reported for the worst setup and hold paths after clock tree synthesis & 60 ps \\
TritonCTS buffer count & 5 \\
CTS Hold Buffers Added & 0 \\
TritonCTS clock tree & done \\
Number of sinks handled by clock tree synthesis & 32 \\
\multicolumn{2}{l}{\textbf{Worst hold path}} \\
Path category of the worst min-delay check & in2async \\
\multicolumn{2}{l}{\textbf{Placement}} \\
Gpl congestion & 0.754 \\
Final HPWL DP & 2950 um \\
Port bufs & 99 \\
\multicolumn{2}{l}{\textbf{Final layout}} \\
Number of flip-flops under the largest register name & 32 \\
Layout Area Growth over Synthesis & 74.4\% \\
Share of post-route cells with drive strength above 1 & 0.0776 \\
\multicolumn{2}{l}{\textbf{Status}} \\
Run status & completed \\
\multicolumn{2}{l}{\textbf{Run}} \\
Count of tool warnings & 25 \\
Max-capacitance violation count & 0 \\
\hline
\end{tabular}
layout make-up:
cell class              count  area [sq um]
clock buffers               8          90.1
fillers                   415          2140
inverters                   1          3.75
multi-input cells          96           608
flip-flops and latches     32           801
repair buffers            108          1060
well taps                  67          83.8
how the worst max path moves through the flow:
stage | end | startpoint
CTS | dataOut[1] | savedData[1]$_DFFE_PP0P_
global route | dataOut[9] | savedData[9]$_DFFE_PP0P_
finish | dataOut[9] | savedData[9]$_DFFE_PP0P_
per-layer routing:
layer | vias to the layer above | routed length [um]
li1 | 688 | -
met1 | 623 | 1640
met2 | 67 | 1760
met3 | 4 | 431
met4 | 0 | 49
met5 | - | 0
through the flow:
| step | utilization | setup WS (ps) | area (sq um) | instances |
|---|---|---|---|---|
| 3_5_place_dp | 0.538 | 137 | 2570 | 301 |
| 2_1_floorplan | - | 269 | 1520 | 140 |
| 3_3_place_gp | 0.538 | 138 | 2570 | 301 |
| 6_report | 0.553 | 43.0 | 2650 | 312 |
| 4_1_cts | 0.553 | 27.4 | 2650 | 312 |
| 5_1_grt | 0.553 | 0.603 | 2650 | 312 |
kinds of logic (layout without fill, tap and decap cells):
logic type	after synthesis	after routing	synth area share
flops	32	32	0.527
buf+inv	12	117	0.0725
compound gates	32	32	0.110
mux	32	32	0.211
simple gates	32	32	0.0791
Yosys cell counts:
| master | instances | area [sq um] |
|---|---|---|
| nand2_1 | 32 | 120 |
| buf_12 | 3 | 60.1 |
| o21ai_1 | 28 | 140 |
| dfrtp_1 | 32 | 801 |
| inv_1 | 1 | 3.75 |
| mux2i_1 | 32 | 320 |
| o21ai_0 | 2 | 10.0 |
| buf_6 | 1 | 11.3 |
| o21ai_2 | 2 | 17.5 |
| buf_2 | 7 | 35.0 |
power groups by stage:
stage	Combinational, mW	Sequential (mW)	Clock (mW)
final	0.610	1.22	0.839
after global routing	0.676	1.24	0.918
after CTS	0.620	1.22	0.875
layout by cell type (no fill, tap or decap), drive strengths merged:
master / n
o21ai: 32
dlygate4sd2: 29
inv: 1
buf: 11
clkdlybuf4s50: 65
dfrtp: 32
mux2i: 32
clkbuf: 8
clkdlybuf4s15: 3
nand2: 32
repair_timing:
item | in CTS | in global routing
endpoints found under the setup margin | 32 | 3
setup buffers | 3 | 0
resized | 32 | 3
Power figures rest on the tool's default switching activity, not on a simulated workload.
