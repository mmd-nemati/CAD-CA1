==> /design/flow/design.v <==
module mux4(in1, in2, in3, in4, sl, out);
        input [31:0] in1, in2, in3, in4;
        input [1:0] sl;
        output [31:0] out;
        assign out = (sl == 2'b00) ? in1 :
                (sl == 2'b01) ? in2 :
                (sl == 2'b10) ? in3 : 
                (sl == 2'b11) ? in4 :
                32'bx;
endmodule
==> /design/flow/run.sh <==
#!/bin/bash
# OpenROAD 26Q1-2900-gdf79404cd8, Yosys 0.63+post, stock flow scripts
make -C /OpenROAD-flow-scripts/flow DESIGN_CONFIG=/design/flow/config.mk WORK_HOME=/design/flow/orfs finish
==> /design/flow/config.mk <==
export PLATFORM = sky130hd
export DESIGN_NAME = mux4
export DESIGN_NICKNAME = mux4
export VERILOG_FILES = /design/flow/design.v
export SDC_FILE = /design/flow/constraint.sdc
export NUM_CORES = 4
export LEC_CHECK = 1
export CORE_AREA = 10 10 96 96
export DIE_AREA = 0 0 106 106
==> /design/flow/constraint.sdc <==
current_design mux4

set clk_period 3.9
set clk_io_pct 0.2

create_clock -name clk0 -period $clk_period

set non_clock_inputs [all_inputs -no_clocks]
set_input_delay [expr $clk_period * $clk_io_pct] -clock clk0 $non_clock_inputs
set_output_delay [expr $clk_period * $clk_io_pct] -clock clk0 [all_outputs]
==> changes_impl.md <==
## Flow update

* Ys cells at 39
* Row Count at 31
* Worst slew margin at 71.0%
* Vias per cell at 4.06
* Post-CTS resize count at 0
* Tool warning count at 32
* Most frequent logic cell in the layout: clkdlybuf4s50_1
* RSZ-0062 raised after global routing: false
* Worst hold path class: input port to output pin
* Outcome: finished clean
* Slew @ Worst Pin at 435 ps
* Fin util at 34.6%
* Gr ovfl total at 0
* Vias in the first global route at 1,494
* Arr. time, crit path at 2490 ps
* Pins Over Slew Limit at 0
* Die W at around 110 um
* Synth cell types at 5
* Cell count after synthesis at 39
* Num ports at 162
* DRC violations left at 0
* Hold_sp: sl[0]
* Critical path startpoint: sl[1]
* Cell type with the largest total area: mux4_2
* DR WL/cell at 23.1 um
* Core outline area at between 0.007 and 0.008 mm2
* GR Util All Layers at 11.8%
* Peak supply drop at 42.0 uV
* Setup slack at placement at between 600 and 700 ps
* Top cells, area: mux4_2 83%, buf_12 7.4%, mux4_1 6.5%
* Gpl congestion at 0.788
* Fp_density at 11.3%
* Mapped Area at 815 um2
* Initial DRT Pass Iterations at 4
* Crit end category: output pin
* Post-CTS setup repair buffer count at 0
* Max-Cap Viols at 0
* WP data required at 3120 ps
* Top Layout Cells: 161 x clkdlybuf4s50_1, 30 x mux4_2, 2 x mux4_1
* Cts hold-fix bufs at 0
* Synth top area share at between 80 and 90%
* Area reported by Yosys stat at ~810 um2
* First-pass GRT wire length at 9800 um
* Layout overhead on the synthesized area at 207%
* Share of cells above drive strength 1 at ~17%
* Worst setup SP type: input port
* WL final at 6850 um
* Largest net degree at the start of global routing at 33
* Final hold vios at 0
* Setup_tns at 0 ps
* Die Y at 106 um
* P_leak at about 0.00086 uW
* Initial drt markers at 24
* Syn Area/Cell at 20.9 um2
* Flop count at 0
* Crit path time final at 3270 ps
* Setup-failing EPs final at 0
* Final worst slack at 631 ps
* Final ANT Viol Nets at 0
* Setup CP Type: input port to output pin
* FF+latch area at 0 um2
* Largest fanout on the critical path at 32
* F_max at approximately 310 MHz
* Total die area at about 0.011 mm2
* Initial antenna violation count at 2
* YS warnings at 0
* Sequential area share after synthesis at 0%
* Period utilization at 83.8%
* Port bufs at 162
* Clock buffer count at 0
* Power per cell area at about 110 mW/mm2
* Vias at about 1,200
-- final cells by class --
class / instances / area, um2
Antenna cell: 1 / 2.50
Timing Repair Buffer: 164 / 1640
Tap cell: 99 / 124
Multi-Input combinational cell: 32 / 728
Fill cell: 731 / 4720
-- per-layer routing --
metal  GRT usage, %  wire length, um
met3           6.79              994
met2           18.5             2980
met4          0.870               67
met1           14.5             2790
met5              0               17
-- stage by stage --
step                cell area (um2)  power [uW]  hold WS (ps)  cells
floorplan                       815        72.5          1650     39
global placement               2500         280          2610    295
detailed placement             2500         281          2610    295
CTS                            2500         282          2610    295
global route                   2500         297          2650    295
finish                         2500         276          2600    296
-- synthesized netlist by cell type (all sizes together) --
| cell | number |
|---|---|
| buf | 7 |
| mux4 | 32 |
-- critical path, cell delays in order --
cell	delay, ps
clkdlybuf4s50_1	460
buf_4	390
mux4_2	400
clkdlybuf4s50_1	450
-- final timing paths --
| kind | to | slack (ps) | cells past startpoint |
|---|---|---|---|
| max | out[1] | 630 | 4 |
| min | out[2] | 2600 | 3 |
-- cells by family (layout without fill, tap and decap cells) --
kind of cell  Yosys count  count (layout)  synth area share [%]
mux                    32              32                  89.4
other cells             0               1                     0
buf+inv                 7             164                  10.6
-- power by group --
| group | internal (uW) | total, uW | switching, uW | leakage, uW |
|---|---|---|---|---|
| registers | 0 | 0 | 0 | 0 |
| logic | 220 | 276 | 56.5 | 0.000860 |
| clock network | 0.0000343 | 0.0000343 | 0 | 0.00000000634 |
| total | 220 | 276 | 56.5 | 0.000860 |
No activity file was given, so power comes from the tool's default toggle rates.
