<file path="design/flow/config.mk">
export PLATFORM = sky130hd
export DESIGN_NAME = reg32B
export DESIGN_NICKNAME = reg32B
export VERILOG_FILES = /design/flow/design.v
export SDC_FILE = /design/flow/constraint.sdc
export NUM_CORES = 4
export LEC_CHECK = 1
export CORE_UTILIZATION = 30
</file>
<file path="design/flow/design.v">
module reg32B(clk, rst, en, dataIn, dataOut);
        input clk, rst, en;
        input [31:0] dataIn;
        output [31:0] dataOut;
        reg [31:0] savedData;
        always @(posedge clk, posedge rst) begin 
                if (rst) 
                        savedData = 32'b0;
                else if (en)
                        savedData = dataIn;
        end
        assign dataOut = savedData;
endmodule
</file>
<file path="design/flow/constraint.sdc">
current_design reg32B

set clk_period 1.1
set clk_io_pct 0.2

create_clock -name clk0 -period $clk_period [get_ports {clk}]

set non_clock_inputs [all_inputs -no_clocks]
set_input_delay [expr $clk_period * $clk_io_pct] -clock clk0 $non_clock_inputs
set_output_delay [expr $clk_period * $clk_io_pct] -clock clk0 [all_outputs]
</file>
<file path="design/flow/run.sh">
#!/bin/bash
# OpenROAD 26Q1-2900-gdf79404cd8, Yosys 0.63+post, stock flow scripts
make -C /OpenROAD-flow-scripts/flow DESIGN_CONFIG=/design/flow/config.mk WORK_HOME=/design/flow/orfs finish
</file>
==> results.sh <==
# flow metrics
export IMPL_outcome="finished, final reports clean"
export IMPL_post_synth_inst_count=69
export IMPL_antenna_found_initial=0
export IMPL_switching_share_pct=19.9
export IMPL_post_route_skew_ps=0
export IMPL_die_size_x_um=69.1
export IMPL_p_int_w=0.00245
export IMPL_slew_violations=0
export IMPL_multiInputGateArea_um2=473
export IMPL_largest_register_ff_count=32
export IMPL_dieHeight_um=69.1
export IMPL_power_frac_seq_pct=44.3
export IMPL_routabilityCongestion=0.803
export IMPL_worst_path_stages=1
export IMPL_post_synth_tally_of_flip_flops_with_integrated_enable=0
export IMPL_critPathArrivalTime_ps=850
export IMPL_synth_dominant_cell_count="sky130_fd_sc_hd__dfrtp_1"
export IMPL_via_count=868
export IMPL_p_clk_share_pct=35.3
export IMPL_syn_cell_area_um2=1350
export IMPL_detail_route_wirelength_um=2740
export IMPL_top_area_cell="sky130_fd_sc_hd__dfrtp_1"
export IMPL_ys_seq_share_pct=59.4
export IMPL_fin_ws_ps=31.2
export IMPL_cts_clk_pin_slew_worst_paths_ps=70
export IMPL_min_path_type="input pin to flop"
export IMPL_cap_violations=0
export IMPL_slew_at_the_pin_closest_to_its_max_slew_limit_ps=180
export IMPL_final_core_density_pct=52.5
export IMPL_synthesis_area_per_instance_um2=19.5
export IMPL_worst_ir_drop_vdd_uv=620
export IMPL_ff_latch_area_um2=801
export IMPL_power_share_combinational_pct=20.4
export IMPL_fmaxAchievable_ghz=0.936
export IMPL_fin_cells=211
export IMPL_cts_sink_count=32
export IMPL_pin_count=67
export IMPL_dr_first_iter_drc_count=20
export IMPL_fillCellCount=355
export IMPL_power_net_switching_w=0.000610
export IMPL_dominantRegCellSynth="sky130_fd_sc_hd__dfrtp_1"
export IMPL_synth_async_reset_ratio_pct=100
export IMPL_post_dp_hpwl_um=1920
export IMPL_synth_cell_types=6
export IMPL_place_worst_setup_slack_ps=58.0
export IMPL_cts_inserted_buffers=5
export IMPL_report_final_setup_viol=0
export IMPL_number_of_global_route_vias_before_repair=931
export IMPL_min_period_ps=1070
export IMPL_timing_critical_path_from_type="flop"
export IMPL_placementRows=24
export IMPL_powerDensity_nw_per_um2=1350
export IMPL_synth_ff_latch_count=32
export IMPL_critical_path_top_delay_family="flip-flops"
export IMPL_ant_nets=0
export IMPL_max_slew_margin_pct=88.0
export IMPL_max_stage_delay_ps=390
export IMPL_ctsLongestPathBuffers=2
export IMPL_yosys_warnings=1
export IMPL_layout_drive_gt1_share_pct=42.1
export IMPL_synth_area_top_cells="sky130_fd_sc_hd__dfrtp_1 (59%), sky130_fd_sc_hd__mux2_4 (33%), sky130_fd_sc_hd__buf_12 (4.5%)"
export IMPL_buffer_ports_inserted=66
export IMPL_routed_wire_length_per_instance_um=13.0
export IMPL_cts_hold_buffers_added=0
export IMPL_synth_cells_yosys=69
export IMPL_worstPathCellList="clkdlybuf4s15_1"
export IMPL_critPathMaxFanout=2
export IMPL_global_route_usage_total_pct=12.2
export IMPL_worstSkewPairLatency_ps=270
export IMPL_first_pass_grt_wire_length_um=4520
export IMPL_timing_critical_path_required_ps=880
export IMPL_timing_critical_path_to_type="output pin"
export IMPL_1st_pass_router_iterations=2
export IMPL_area_growth_synth_to_final_pct=68.4
export IMPL_die_area_um2=4770
export IMPL_holdPathStages=2
export IMPL_remaining_drc_errors=0
export IMPL_dpl_cells=188
export IMPL_detail_route_antenna_diodes=0
export IMPL_clock_tree_root_cell="sky130_fd_sc_hd__clkbuf_8"
export IMPL_cellLeakagePower_nw=1.08
export IMPL_hold_slack_ps=329
export IMPL_floorplan_initialDensity_pct=31.2
export IMPL_criticalPathCategory="flop to output pin"
export IMPL_tritoncts="done"
export IMPL_top_cell_area_share_pct=59.4
export IMPL_global_route_overflow_total=0
export IMPL_ff2ff_path_depth=3
export IMPL_worstPathBufferInverterCount=1
export IMPL_coreArea_um2=4320
export IMPL_maximum_number_of_pins_on_one_net_before_global_route_repair=18
export IMPL_finalHoldViolations=0
export IMPL_share_of_the_clock_period_used_by_the_worst_path_after_layout_pct=97.2
export IMPL_htreeDepth=2
export IMPL_cpMaxStageDelayCell="sky130_fd_sc_hd__dfrtp_1"
export IMPL_yosys_stat_chipArea_um2=1350
export IMPL_openroad_warnings=25
export IMPL_netlist_top_cells_count="sky130_fd_sc_hd__dfrtp_1 (32), sky130_fd_sc_hd__mux2_4 (30), sky130_fd_sc_hd__buf_12 (3), sky130_fd_sc_hd__mux2_2 (2)"
export IMPL_viasPerCell=4.11
[area by class of cell]
class | instances | share of cell area, %
sequential | 32 | 35.3
multi-input combinational | 32 | 20.8
inverter | 1 | 0.165
timing repair buffer | 86 | 36.1
clock inverter | 2 | 1.54
tap | 52 | 2.87
clock buffer | 6 | 3.20
[worst paths after layout]
path | start | to | slack, ps
worst max-delay path | savedData[22] | dataOut[22] | 30
worst min-delay path | en | savedData[12] | 330
worst max register to register | savedData[22] | savedData[22] | 100
worst min register to register | savedData[28] | savedData[28] | 510
max in group asynchronous | rst | savedData[8] | 620
min in group asynchronous | rst | savedData[12] | 340
[placed cells by master (no fill, tap or decap), drive strengths merged]
master	synthesis	routed
buf	4	21
clkbuf	0	13
mux2	32	32
inv	1	1
clkdlybuf4s50	0	33
clkdlybuf4s15	0	25
bufinv	0	1
clkinv	0	1
dfrtp	32	32
[timing repair]
item | CTS | global route
endpoints found under the setup margin | 32 | 12
resized | 64 | 7
buffers inserted | 10 | 5
[stage by stage]
stage | instance area [µm²] | setup TNS, ps | total power [W]
2_1_floorplan | 1350 | 0 | 0.00160
3_3_place_gp | 2090 | 0 | 0.00199
3_5_place_dp | 2090 | 0 | 0.00199
4_1_cts | 2270 | 0 | 0.00310
5_1_grt | 2270 | -1.46 | 0.00322
6_report | 2270 | 0 | 0.00306
[cell families after synthesis]
kind of cell / count (synthesis) / synth area share [%]
buffers and inverters: 5 / 5.57
muxes: 32 / 35.1
DFF: 32 / 59.4
[power by group through the flow]
stage / sequential [W] / combinational, W / clock, W
after CTS: 0.00136 / 0.000621 / 0.00112
after global routing: 0.00137 / 0.000671 / 0.00118
final: 0.00136 / 0.000623 / 0.00108
[layer usage]
metal | part of all wire [%] | up-vias | wire (µm) | track usage (%)
met4 | 1.9 | 0 | 53 | 2.27
met3 | 6.6 | 4 | 181 | 3.56
met1 | 46 | 414 | 1250 | 18.9
li1 | - | 413 | - | -
met2 | 46 | 37 | 1260 | 18.0
met5 | 0 | - | 0 | 0
No activity file was given, so power comes from the tool's default toggle rates.
